File: flow/run.sh
#!/bin/bash
# OpenROAD 26Q1-2900-gdf79404cd8, Yosys 0.63+post, stock flow scripts
make -C /OpenROAD-flow-scripts/flow DESIGN_CONFIG=/design/flow/config.mk WORK_HOME=/design/flow/orfs finish
File: flow/config.mk
export PLATFORM = sky130hd
export DESIGN_NAME = spi_master
export DESIGN_NICKNAME = spi_master
export VERILOG_FILES = /design/flow/design.v
export SDC_FILE = /design/flow/constraint.sdc
export NUM_CORES = 4
export LEC_CHECK = 1
export CORE_AREA = 10 10 105 105
export DIE_AREA = 0 0 115 115
File: flow/constraint.sdc
current_design spi_master

set clk_period 2.5
set clk_io_pct 0.2

create_clock -name clk0 -period $clk_period [get_ports {clk}]

set non_clock_inputs [all_inputs -no_clocks]
set_input_delay [expr $clk_period * $clk_io_pct] -clock clk0 $non_clock_inputs
set_output_delay [expr $clk_period * $clk_io_pct] -clock clk0 [all_outputs]
File: flow/design.v
`timescale 1ns/1ps
module spi_master #(
    parameter int CLK_DIV = 4   
) (
    input  logic        clk,         
    input  logic        rst_n,       
    input  logic        start,       
    input  logic [7:0]  tx_data,     
    output logic [7:0]  rx_data,     
    output logic        busy,        
    output logic        done,        
    output logic        sclk,        
    output logic        mosi,        
    input  logic        miso,        
    output logic        ss_n         
);
    logic [$clog2(CLK_DIV)-1:0] div_cnt;
    logic sclk_en;   
    logic [7:0] sh_tx, sh_rx;
    logic [2:0] bit_cnt;
    typedef enum logic [1:0] {IDLE, ASSERT_SS, XFER, COMPLETE} state_t;
    state_t state, nstate;
    always_ff @(posedge clk or negedge rst_n) begin
        if (!rst_n) begin
            div_cnt <= '0;
            sclk    <= 1'b0;
        end else if (sclk_en) begin
            if (div_cnt == CLK_DIV-1) begin
                div_cnt <= '0;
                sclk    <= ~sclk;
            end else begin
                div_cnt <= div_cnt + 1'b1;
            end
        end else begin
            div_cnt <= '0;
            sclk    <= 1'b0;  
        end
    end
    always_ff @(posedge clk or negedge rst_n) begin
        if (!rst_n) state <= IDLE;
        else        state <= nstate;
    end
    always_comb begin
        nstate  = state;
        case (state)
            IDLE:       nstate = start ? ASSERT_SS : IDLE;
            ASSERT_SS:  nstate = XFER;
            XFER:       nstate = (bit_cnt == 3'd0 && sclk_en == 1'b1 && sclk == 1'b0 && div_cnt == CLK_DIV-1) ? COMPLETE : XFER;
            COMPLETE:   nstate = IDLE;
            default:    nstate = IDLE;
        endcase
    end
    always_ff @(posedge clk or negedge rst_n) begin
        if (!rst_n) begin
            ss_n    <= 1'b1;
            busy    <= 1'b0;
            done    <= 1'b0;
            sh_tx   <= 8'h00;
            sh_rx   <= 8'h00;
            bit_cnt <= 3'd7;
            mosi    <= 1'b0;
            sclk_en <= 1'b0;
            rx_data <= 8'h00;
        end else begin
            done <= 1'b0;
            unique case (state)
                IDLE: begin
                    ss_n    <= 1'b1;
                    busy    <= 1'b0;
                    sclk_en <= 1'b0;
                    mosi    <= 1'b0;
                    if (start) begin
                        sh_tx   <= tx_data;
                        sh_rx   <= '0;
                        bit_cnt <= 3'd7;
                    end
                end
                 ASSERT_SS: begin
                    ss_n    <= 1'b0;    
                    busy    <= 1'b1;
                    sclk_en <= 1'b1;    
                    mosi    <= sh_tx[7];  
                end
                XFER: begin
                    if (div_cnt == CLK_DIV-1) begin
                        if (sclk == 1'b1) begin
                            mosi <= sh_tx[7];
                        end else begin
                            sh_rx <= {sh_rx[6:0], miso};
                            sh_tx <= {sh_tx[6:0], 1'b0};
                            if (bit_cnt != 3'd0) bit_cnt <= bit_cnt - 1'b1;
                        end
                    end
                end
                COMPLETE: begin
                    ss_n    <= 1'b1;
                    sclk_en <= 1'b0;
                    busy    <= 1'b0;
                    done    <= 1'b1;
                    rx_data <= sh_rx;
                end
            endcase
        end
    end
endmodule
==> Table 3: Implementation characteristics <==
Table: implementation figures

Parameter                              Value

STA
  RSZ-0062 raised after global routing .................. no
  Worst slack on hold paths .................. about 200 ps
  Post-Route Setup TNS .................. 0 ps
  Post-layout min period .................. 1780 ps
  Clock Skew .................. 6.06 ps
  Final tally of hold violations .................. 0
  Final worst-path cycle share .................. around 71%
  Actual transition at the worst max-transition pin .................. between 500 and 600 ps
  Number of setup violations in the final report .................. 0
  Maximum clock rate .................. 562 MHz
  Number of max-slew violations in the final report .................. 0
  Remaining max-slew budget at the tightest pin .................. approximately 63%

Clocking
  Number of buffers created by CTS .................. 5
  Total of cells resized after clock tree synthesis .................. 0
  Number of hold buffers added after cts .................. 0
  Worst-path clk slew .................. 70 ps
  Largest buffer count on any clock path .................. 2
  Cell at the root of the clock tree .................. sky130_fd_sc_hd__clkbuf_8
  Insertion delay at the late pin of the worst-skew pair .................. about 280 ps
  TritonCTS clock tree .................. done
  Count of buffers added by post-CTS timing repair for setup .................. 0
  Sinks on the clock net .................. 38
  Maximum level of the CTS H-tree .................. 2

Setup path
  Worst EP required .................. 2670 ps
  Peak fanout along the critical path .................. 11
  Worst Setup End Kind .................. flop
  Kind of critical path .................. primary input to flop
  Critical Path AT .................. 1950 ps
  Startpoint Class .................. primary input

Synthesis
  Unique cell types .................. 36
  Post-Synth Adder-Cell Area .................. 2.18%
  Portion of synthesized cell area occupied by the leading cell type .................. between 40% and 50%
  Simple-Gate Area Share .................. between 7 and 8%
  Multiplexer fraction of the synthesized cell area .................. a little over a fifth
  Portion of the post-synthesis area used by sequential elements .................. between 50% and 60%
  Synth top area cells .................. sky130_fd_sc_hd__dfrtp_1 (48%), sky130_fd_sc_hd__mux2_2 (13%), sky130_fd_sc_hd__dfstp_2 (7.6%)
  Area of the synthesized netlist per yosys stat .................. 1720 µm²
  Post-synth ARST share .................. around 100%
  Number of enable-type register cells in the synthesized netlist .................. 0
  Synthesis warning total .................. 1
  Cell type contributing the most total cell area after synthesis .................. sky130_fd_sc_hd__dfrtp_1
  Xor-xnor portion of the synthesized cell area .................. 0%
  Synthesized netlist cell count .................. roughly 130
  Most frequent cells after synthesis .................. sky130_fd_sc_hd__dfrtp_1 (33), sky130_fd_sc_hd__mux2_2 (20), sky130_fd_sc_hd__inv_1 (14)
  Yosys top cell by instances .................. sky130_fd_sc_hd__dfrtp_1
  Main flop type .................. sky130_fd_sc_hd__dfrtp_1
  Largest family of logic cells by area .................. multiplexers
  Yosys aoi share .................. under 10%
  Post-synthesis instance area .................. about 1700 µm²
  Per-instance average area after synthesis .................. 12.8 µm²
  Cell total in the yosys stat output .................. 134
  Flip-flop and latch count after synthesis .................. 38

Finish
  Number of fillers in the final layout .................. 930
  Fraction of layout cells with a size suffix above 1 .................. 26.8%
  Growth of design area from synthesis to finish .................. 28.3%

Routing
  Number of nets with antenna violations after routing .................. 0
  Via count .................. roughly 1100
  Number of design rule violations left after detail routing .................. 0
  First-pass iteration count of the detailed router .................. 4
  Routed Wire Length .................. 3.34 mm
  Detailed-route vias per instance .................. 3.97
  Average wire per cell in the routed design .................. 12.3 µm
  Ant diodes .................. 0
  Drt initial violations .................. 38

Die
  Core Box Area .................. 8760 µm²
  Floorplan die area .................. ~13000 µm²
  Boundary Pins .................. 25
  Die x size .................. 115 µm
  Height of the chip .................. 115 µm
  Core utilization before placement .................. between 10% and 20%
  Total number of placement rows .................. 34

Global route
  Overall Global Routing Usage .................. roughly 5.2%
  GRT overflow .................. 0
  First-pass GRT wire length .................. 5.73 mm
  Pin count of the biggest net entering global routing .................. 26
  Initial antenna violation count .................. 0
  Vias in the first global route .................. about 1100

Placement
  Buffers added on ports .................. 24
  Detailed placer's ending HPWL .................. 2.51 mm
  Placer's final routability congestion estimate .................. 0.766

Hold path
  Hold Crit Class .................. primary input to async pin

Run status
  Outcome .................. completed

Pwr
  Pleak .................. ~1.0 nW
  PD cells .................. slightly below 600 nW/µm²
  IR drop worst, VDD .................. 0.000281 V

Flow run
  Maximum capacitance violations .................. 0
  Number of OpenROAD warnings .................. 26
[critical path, cell delays in order]
cell and delay (ps):
sky130_fd_sc_hd__clkdlybuf4s50_1 510, sky130_fd_sc_hd__mux2i_2 150, sky130_fd_sc_hd__a21oi_4 400, sky130_fd_sc_hd__mux2_2 380
[flip-flops by register name, summed over array words and instances (netlist names)]
register / flops
bit_cnt: 3
busy: 1
div_cnt: 2
done: 1
mosi: 1
rx_data: 8
sclk: 1
sh_rx: 8
sh_tx: 8
ss_n: 1
state: 4
[placed cells by master, fill, tap and decap left out, drive strengths merged]
master,Yosys,layout
a2111oi,1,1
mux2i,10,10
nand2b,2,2
dfstp,5,5
and2,2,2
nor3b,2,2
o21ai,1,1
a221oi,1,1
mux2,22,22
inv,14,14
and3,2,2
a21boi,1,1
a211oi,3,3
a21o,4,4
o32a,1,1
dfrtp,33,33
nand3,1,1
o21a,1,1
bufinv,0,2
ha,3,3
clkdlybuf4s50,0,23
nor2b,2,2
o31a,1,1
nand2,11,11
o22ai,1,1
and3b,1,1
nor2,2,2
buf,4,4
a21oi,2,2
clkbuf,1,6
[power by group]
part           leakage [nW]  switching (W)  internal [W]
clock network        0.0714       0.000210      0.000426
logic                 0.460      0.0000170     0.0000197
registers             0.471              0      0.000615
total                  1.00       0.000227       0.00106
[cells by family after synthesis]
kind of cell / Yosys count
multiplexers: 32
adder cells (fa/ha/maj): 3
AND/OR/NAND/NOR: 25
flip-flops: 38
buffers and inverters: 19
AND-OR/OR-AND: 17
[worst paths after layout]
kind / cells past startpoint / slack [ps] / endpoint / startpoint
max reg2reg: 3 / 740 / sh_tx[4]$_DFFE_PN0P_ / state[1]$_DFF_PN0_
min in group clk0: 1 / 440 / div_cnt[0]$_DFF_PN0_ / div_cnt[0]$_DFF_PN0_
min: 1 / 200 / div_cnt[0]$_DFF_PN0_ / rst_n
max: 4 / 720 / sh_tx[4]$_DFFE_PN0P_ / start
max in group asynchronous: 2 / 1630 / bit_cnt[0]$_DFFE_PN1P_ / rst_n
min reg2reg: 1 / 440 / div_cnt[0]$_DFF_PN0_ / div_cnt[0]$_DFF_PN0_
[area by class of cell]
cell class | instances | area [µm²] | area share [%]
Timing Repair Buffer | 27 | 258 | 11.7
Multi-Input combinational cell | 77 | 664 | 30.1
Clock buffer | 6 | 82.6 | 3.74
Clock inverter | 2 | 60.1 | 2.72
Tap cell | 108 | 135 | 6.12
Inverter | 14 | 52.6 | 2.38
Sequential cell | 38 | 957 | 43.3
[metal layers]
layer | vias to the layer above | GRT usage (%) | part of all wire, %
met1 | 537 | 7.38 | 45
li1 | 518 | - | -
met3 | 4 | 2.11 | 7.7
met4 | 0 | 0.495 | 0.57
met5 | - | 0 | 0
met2 | 21 | 7.77 | 47
[per-stage QoR]
step	power [W]	area, µm²	std cells	utilization, %	setup WS (ps)
global placement	0.000665	2070	264	23.6	432
global route	0.00134	2210	272	25.2	578
CTS	0.00130	2210	272	25.2	713
finish	0.00129	2210	272	25.2	720
floorplan	0.000632	1720	134	-	923
detailed placement	0.000665	2070	264	23.6	408
Power is estimated from default activity; no workload was simulated.
